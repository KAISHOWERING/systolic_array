--- config.mk ---
export PLATFORM = sky130hd
export DESIGN_NAME = pe_array
export DESIGN_NICKNAME = pe_array
export VERILOG_FILES = /design/flow/design.v
export SDC_FILE = /design/flow/constraint.sdc
export NUM_CORES = 4
export LEC_CHECK = 1
export CORE_UTILIZATION = 40
--- constraint.sdc ---
current_design pe_array

set clk_period 19.7
set clk_io_pct 0.2

create_clock -name clk0 -period $clk_period [get_ports {clk_i}]

set non_clock_inputs [all_inputs -no_clocks]
set_input_delay [expr $clk_period * $clk_io_pct] -clock clk0 $non_clock_inputs
set_output_delay [expr $clk_period * $clk_io_pct] -clock clk0 [all_outputs]
--- design.v ---
module PE #(
    parameter x_w = 9,
    parameter w_w = 9,
    parameter mac_w = 32 
)
(
    input clk_i,
    input rst_i,
    input signed [x_w-1:0] x_i, 
    input x_v_i, 
    input signed [mac_w-1:0] mac_i, 
    input mac_v_i, 
    input signed [w_w-1:0] w_i, 
    input wr_en_i,
    output reg [x_w-1:0] x_o,
    output reg x_v_o,
    output reg signed [mac_w-1:0] mac_o,
    output reg mac_v_o
);
reg signed [w_w-1:0] w_r;
always_ff @(posedge clk_i or negedge rst_i)begin
    if (!rst_i)begin
        w_r <= 0;
    end
    else if (wr_en_i) begin
        w_r <= w_i;
    end
end
always_ff @(posedge clk_i or negedge rst_i)
    if (!rst_i) begin
        x_o <= '0;
    end
    else begin
        if (x_v_i) x_o <= x_i;
    end
always_ff @(posedge clk_i or negedge rst_i) begin
     if (!rst_i) begin
        x_v_o <= 0;
        mac_v_o <= 0;
    end 
    else begin
        x_v_o <= x_v_i;
        mac_v_o <= mac_v_i && x_v_i;
    end
end
always_ff @(posedge clk_i or negedge rst_i) begin
     if (!rst_i) begin
       mac_o <= '0;
    end
    else begin
        if(x_v_i && mac_v_i) mac_o <= x_i*w_r + mac_i;
    end
end
endmodule
module pe_array #(
    parameter array_width = 8,
    parameter array_height = 8,
    parameter x_w = 9,
    parameter w_w = 9,
    parameter mac_w = 32,
    parameter rbuf_depth = 8
)
(
    input clk_i,
    input rst_i,
    input [w_w-1:0] w_i,
    input [$clog2(array_width*array_height)-1:0] w_addr_i,
    input w_en_i,
    input [$clog2(array_height) + $clog2(rbuf_depth)-1:0] rbuf_waddr_i,
    input [x_w-1:0] rbuf_wdata_i,
    input rbuf_w_vi,
    input start_vi,
    output [array_width-1:0][mac_w-1:0] mac_o,
    output [array_width-1:0] mac_v_o
);
wire [array_height:0] start_v;
wire [array_height:0][array_width-1:0][mac_w-1:0] pe_mac;
wire [array_height:0][array_width-1:0] pe_mac_v;
for(genvar i = 0; i < array_height; ++i) begin: pe_column
    wire cc_to_pe;
    wire [x_w-1:0] rdata;
    wire [array_width:0][x_w-1:0] pe_x;
    wire [array_width:0] pe_x_v;
    read_buf #(
        .x_w(x_w)
        ,.depth(rbuf_depth)
    ) rbuf (
        .clk_i(clk_i),
        .rst_i(rst_i),
        .start_vi(start_v[i]),
        .d_o(pe_x[0]), 
        .v_vo(pe_x_v[0]), 
        .addr_w_i(rbuf_waddr_i[$clog2(rbuf_depth)-1:0]),
        .data_w_i(rbuf_wdata_i),
        .w_vi(rbuf_waddr_i[$clog2(array_height) + $clog2(rbuf_depth)-1:$clog2(rbuf_depth)] == i && rbuf_w_vi)
    );
    assign start_v[i + 1] = pe_x_v[0]; 
    for(genvar j = 0; j < array_width; ++j) begin: pe_row
        PE #(
            .x_w(x_w)
            ,.w_w(w_w)
            ,.mac_w(mac_w)
        ) pe (
            .clk_i(clk_i)
            ,.rst_i(rst_i)
            ,.x_i(pe_x[j])
            ,.x_v_i(pe_x_v[j])
            ,.mac_i(pe_mac[i][j])
            ,.mac_v_i(pe_mac_v[i][j])
            ,.w_i(w_i)
            ,.wr_en_i(w_addr_i == j+i*array_width && w_en_i)
            ,.x_o(pe_x[j+1])
            ,.x_v_o(pe_x_v[j+1])
            ,.mac_o(pe_mac[i+1][j])
            ,.mac_v_o(pe_mac_v[i+1][j])
        );
    end
end
assign start_v[0] = start_vi;
assign pe_mac[0] = '0;
assign pe_mac_v[0] = '1;
assign mac_o = pe_mac[array_height];
assign mac_v_o = pe_mac_v[array_height];
endmodule
module read_buf#(
    parameter x_w = 9,
    parameter depth = 8
)(
    input clk_i,
    input rst_i,
    input start_vi,
    output reg [x_w-1:0] d_o,
    output reg v_vo,
    input [$clog2(depth)-1:0] addr_w_i,
    input [x_w-1:0] data_w_i,
    input w_vi
);
logic [$clog2(depth):0] cnt_n;
reg [$clog2(depth):0] cnt_r;
always_comb begin
    if(cnt_r != depth) begin
        cnt_n = cnt_r + 1; 
    end
    else if(start_vi) begin
        cnt_n = 0; 
    end
    else cnt_n = cnt_r; 
end
always_ff @(posedge clk_i or negedge rst_i) begin
    if (!rst_i) begin
        cnt_r <= depth;
    end
    else cnt_r <= cnt_n;
end
reg [depth-1:0][x_w-1:0] data_r;
always_ff @(posedge clk_i or negedge rst_i)
    if(!rst_i) d_o <= '0;
    else d_o <= data_r[cnt_n[$clog2(depth)-1:0]];
always_ff @(posedge clk_i or negedge rst_i)
    if(!rst_i) v_vo <= '0;
    else v_vo <= cnt_n != depth;
always_ff @(posedge clk_i) 
    if(w_vi) data_r[addr_w_i] <= data_w_i;
endmodule
--- run.sh ---
#!/bin/bash
# OpenROAD 26Q1-2900-gdf79404cd8, Yosys 0.63+post, stock flow scripts
make -C /OpenROAD-flow-scripts/flow DESIGN_CONFIG=/design/flow/config.mk WORK_HOME=/design/flow/orfs finish
==> changes_impl.md <==
### Metrics

- CTS tree: yes
- Max-slew violations: 0
- Final hold violation count: 0
- TNS Setup: 0 ns
- Ys flops: about 3800
- EDFF count, synth: 576
- Max cap viols: 0
- Synth Area in XOR/XNOR: between 5 and 6%
- Final wirelength: between 1000000 and 1500000 um
- Dominant flop cell: dfrtp_1
- Clk latency of the worst-skew pair: about 1.2 ns
- CTS buffer count: 460
- Fin worst setup slack: approximately 11 ns
- Post-synthesis async set-or-reset flop share: around 85%
- Critical path endpoint category: register
- Crit-path max FO: 14
- Reg2reg setup slack: 11.40 ns
- CTS max path bufs: 5
- Post-CTS Resized: 0
- Crit Path Class: reg -> reg
- Worst Hold Class: reg -> reg
- Synth Area in Adders: about a third
- Setup Slack @ Placement: roughly 11 ns
- Initial DRT Pass Iterations: 23
- Vias in the first global route: roughly 290k
- Crit start category: register
- DR vias: about 290k
- Synth Area in Simple Gates: 13.2%
- Worst path required time: 20.64 ns
- Post-synthesis sequential area ratio: between 20% and 30%
- Via density per instance: slightly above 5
- # rows: 371
- Synth area leaders: fa_1 (22%), dfrtp_1 (20%), ha_1 (13%), inv_1 (5.3%), nand2_1 (5.2%)
- Die Span Y: 1010 um
- Post-CTS setup repair buffer count: 0
- Port bufs: roughly 300
- H-tree depth: 5
- Ys Warns: 2
- Measured slew at the worst slew-check pin: 1.03 ns
- # DRC: 0
- Mean Syn Cell Area: about 9.6 sq um
- First-pass GRT wire length: about 1600000 um
- Fin crit share: approximately 42%
- Routed len/inst: 18.1 um
- Syn Inst Count: 42700
- Io pins: about 300
- Most common logic cells in the final layout: inv_1 (5772), nand2_1 (5578), fa_1 (4536)
- Initial DRC count: ~15000
- Cell taking the most area after synthesis: fa_1
- Post-CTS Hold Buffers: 0
- Commonest Layout Cell: inv_1
- Comb area leader: adder cells
- F_max: ~120 MHz
- Tool Warnings: 120
- Final antenna-violating net count: 0
- Chip area: 1.03 sq mm
- Slew headroom: 29.4%
- Ys cells: about 43000
- CP max stage delay: 0.77 ns
- Total track usage: between 20% and 30%
- Core ar.: between 1 and 1.5 sq mm
- CTS Sinks: between 3000 and 4000
- Compound Share, Synth: 11.1%
- RSZ-0062 raised after global routing: false
- Fin Clk Skew: 0.152 ns
- Minimum clock period: approximately 8.3 ns
- Die X: ~1000 um
- Arrival time at the worst endpoint: 9.24 ns
- GP Congestion: approximately 0.93
- Post-synth top area share: between 20% and 30%
- Area growth, synth to finish: 8.10%
- Distinct cell type count after synthesis: roughly 110
- Root buffer cell: clkbuf_16
- Cell area after synthesis: between 0.4 and 0.5 sq mm
- # setup viols final: 0
- WHS: 0.476 ns
- Max stage delay cell, worst path: a2111oi_0
- Status: finished clean
- Clock slew at reported path FFs: around 0.060 ns
- Share of cells above drive strength 1: under 10%
- Yosys chip area: 0.409 sq mm
- Initial antenna violation count: 72
- Mux share: about 4.7%
- Largest net degree at the start of global routing: between 100 and 150
- DP HPWL: a little over 800000 um
- Grt ovf: 0
- Core utilization at floorplan: about two fifths
stage by stage:
stage	utilization [%]	cell area, sq um	std cells
after floorplan	-	409000	42700
after global placement	41.8	426000	55400
after detailed placement	41.8	426000	55400
after CTS	43.3	442000	56200
after global routing	43.3	442000	56200
final	43.4	442000	56300
synth_stat cells (all sizes together) (125+ instances only):
master and instances:
a21oi 1620, o21a 311, nor3 418, clkbuf 1556
and2 2132, fa 4536, or3 162, o41ai 125
and3 195, mux4 144, nor2b 238, xnor2 1657
ha 4125, o21ai 2282, a21o 1165, nand3 382
a211oi 237, nand2b 402, xor2 778, a31oi 126
nand2 5617, nor2 1675, dfrtp 3233, mux2 1372
edfxtp 576, o21bai 342, inv 5776, o31ai 185
flip-flops by register name, summed over array words and instances (netlist names):
register / count
pe_column.pe_row.pe.x_o: 504
pe_column.pe_row.pe.x_v_o: 49
pe_column.pe_row.pe.mac_o: 1936
pe_column.rbuf.v_vo: 8
pe_column.rbuf.d_o: 72
pe_column.pe_row.pe.mac_v_o: 64
pe_column.rbuf.cnt_r: 32
pe_column.pe_row.pe.w_r: 576
pe_column.rbuf.data_r: 576
critical path, delay by kind of cell (launching register included):
kind                     cells  cell delay (ns)
AND-OR/OR-AND               12             3.23
adder cells (fa/ha/maj)      7             3.07
buffers and inverters        6             0.56
flip-flops                   1             0.60
XOR/XNOR                     2             0.35
AND/OR/NAND/NOR              2             0.32
metal layers:
metal  up-vias  GRT usage, %  wire length [um]
li1     139000             -                 -
met1    142000          31.4            451000
met2      6802          32.0            461000
met3      1127          6.90             83400
met4        52          4.09             24000
met5         -         0.129               510
path summary, 6_finish.rpt:
path,from,to,depth (start not counted)
max,pe_column[6].rbuf.d_o[7],pe_column[6].pe_row[0].pe.mac_o[30],29
min,pe_column[7].pe_row[5].pe.mac_o[27],pe_column[7].pe_row[5].pe.mac_o[27],2
max reg2reg,pe_column[6].rbuf.d_o[7],pe_column[6].pe_row[0].pe.mac_o[30],29
min reg2reg,pe_column[7].pe_row[5].pe.mac_o[27],pe_column[7].pe_row[5].pe.mac_o[27],2
max in group asynchronous,rst_i,pe_column[7].pe_row[1].pe.mac_o[12],8
min in group asynchronous,rst_i,pe_column[0].pe_row[7].pe.mac_o[12],1
logic make-up (layout without fill, tap and decap cells):
logic type / Yosys count / count (layout)
buffers and inverters: 7400 / 7294
AND-OR/OR-AND: 7171 / 7171
other: 0 / 58
flip-flops: 3817 / 3817
XOR/XNOR: 2450 / 2450
multiplexers: 1558 / 1558
adder cells (fa/ha/maj): 8661 / 8661
AND/OR/NAND/NOR: 11700 / 11700
cell type report:
type,count,area [sq um]
fill,94400,577000
inverter,5795,21800
antenna,58,145
clock buffer,588,12700
timing repair buffer,657,5850
clock inverter,254,3160
tap,13600,17000
multi-input combinational,31500,283000
sequential,3817,98400
